===== ./run.sh =====
#!/bin/bash
# OpenROAD 26Q1-2900-gdf79404cd8, Yosys 0.63+post, stock flow scripts
make -C /OpenROAD-flow-scripts/flow DESIGN_CONFIG=/design/flow/config.mk WORK_HOME=/design/flow/orfs finish

===== ./config.mk =====
export PLATFORM = sky130hd
export DESIGN_NAME = sine_wave_generator
export DESIGN_NICKNAME = sine_wave_generator
export VERILOG_FILES = /design/flow/design.v
export SDC_FILE = /design/flow/constraint.sdc
export NUM_CORES = 4
export LEC_CHECK = 1
export CORE_AREA = 10 10 114 114
export DIE_AREA = 0 0 124 124

===== ./constraint.sdc =====
current_design sine_wave_generator

set clk_period 5.3
set clk_io_pct 0.2

create_clock -name clk0 -period $clk_period [get_ports {clock}]

set non_clock_inputs [all_inputs -no_clocks]
set_input_delay [expr $clk_period * $clk_io_pct] -clock clk0 $non_clock_inputs
set_output_delay [expr $clk_period * $clk_io_pct] -clock clk0 [all_outputs]

===== ./design.v =====
`timescale 1ns / 1ps
module phase_accumulator(
    clock,   
    reset,   
    phase    
    );
    parameter max_val = 1024;   
    parameter increment = 16 ;  
    input  clock,
           reset;
    output [9:0] phase;
    reg    [9:0] phase;
    always @ (posedge clock or 
              posedge reset) begin
        if (reset) phase <= 10'b00_0000_0000;
        else if (phase >= max_val)
            phase <= 10'b00_0000_0000;
        else 
            phase <= phase + increment; 
        end
endmodule
`timescale 1ns / 1ps
module phase_to_amplitude_converter(
    reset,    
    phase,    
    data_sin  
    );
    input reset;
    input  [9:0] phase;
    output [9:0] data_sin;
    reg    [9:0] data_sin;
    always @ (*) begin
            if (reset) begin
                data_sin = 10'd100;
            end
            else if (phase >= 0 && phase < 11) begin
                data_sin = 10'd100;
            end
            else if (phase >= 11 && phase < 21) begin
                data_sin = 10'd106;
            end
            else if (phase >= 21 && phase < 31) begin
                data_sin = 10'd113;
            end
            else if (phase >= 31 && phase < 41) begin
                data_sin = 10'd119;
            end
            else if (phase >= 41 && phase < 52) begin
                data_sin = 10'd125;
            end
            else if (phase >= 52 && phase < 63) begin
                data_sin = 10'd131;
            end
            else if (phase >= 63 && phase < 73) begin
                data_sin = 10'd137;
            end
            else if (phase >= 73 && phase < 83) begin
                data_sin = 10'd143;
            end
            else if (phase >= 83 && phase < 93) begin
                data_sin = 10'd148;
            end
            else if (phase >= 93 && phase < 104) begin
                data_sin = 10'd154;
            end
            else if (phase >= 104 && phase < 115) begin
                data_sin = 10'd159;
            end
            else if (phase >= 115 && phase < 125) begin
                data_sin = 10'd164;
            end
            else if (phase >= 125 && phase < 135) begin
                data_sin = 10'd168;
            end
            else if (phase >= 135 && phase < 145) begin
                data_sin = 10'd173;
            end
            else if (phase >= 145 && phase < 156) begin
                data_sin = 10'd177;
            end
            else if (phase >= 156 && phase < 166) begin
                data_sin = 10'd181;
            end
            else if (phase >= 166 && phase < 176) begin
                data_sin = 10'd184;
            end
            else if (phase >= 176 && phase < 186) begin
                data_sin = 10'd188;
            end
            else if (phase >= 186 && phase < 196) begin
                data_sin = 10'd190;
            end
            else if (phase >= 196 && phase < 207) begin
                data_sin = 10'd193;
            end
            else if (phase >= 207 && phase < 217) begin
                data_sin = 10'd195;
            end
            else if (phase >= 217 && phase < 227) begin
                data_sin = 10'd197;
            end
            else if (phase >= 227 && phase < 237) begin
                data_sin = 10'd198;
            end
            else if (phase >= 237 && phase < 247) begin
                data_sin = 10'd199;
            end
            else if (phase >= 247 && phase < 258) begin
                data_sin = 10'd200;
            end
            else if (phase >= 258 && phase < 268) begin
                data_sin = 10'd200;
            end         
            else if (phase >= 268 && phase < 278) begin
                data_sin = 10'd200;
            end
            else if (phase >= 278 && phase < 288) begin
                data_sin = 10'd199;
            end
            else if (phase >= 288 && phase < 298) begin
                data_sin = 10'd198;
            end
            else if (phase >= 298 && phase < 309) begin
                data_sin = 10'd197;
            end
            else if (phase >= 309 && phase < 319) begin
                data_sin = 10'd195;
            end
            else if (phase >= 319 && phase < 329) begin
                data_sin = 10'd193;
            end
            else if (phase >= 329 && phase < 339) begin
                data_sin = 10'd190;
            end
            else if (phase >= 334 && phase < 344) begin
                data_sin = 10'd188;
            end
            else if (phase >= 344 && phase < 355) begin
                data_sin = 10'd184;
            end
            else if (phase >= 355 && phase < 365) begin
                data_sin = 10'd181;
            end
            else if (phase >= 365 && phase < 375) begin
                data_sin = 10'd177;
            end
            else if (phase >= 375 && phase < 385) begin
                data_sin = 10'd173;
            end
            else if (phase >= 385 && phase < 395) begin
                data_sin = 10'd168;
            end
            else if (phase >= 395 && phase < 407) begin
                data_sin = 10'd164;
            end
            else if (phase >= 407 && phase < 418) begin
                data_sin = 10'd159;
            end
            else if (phase >= 418 && phase < 428) begin
                data_sin = 10'd154;
            end
            else if (phase >= 428 && phase < 439) begin
                data_sin = 10'd148;
            end
            else if (phase >= 439 && phase < 449) begin
                data_sin = 10'd143;
            end
            else if (phase >= 449 && phase < 460) begin
                data_sin = 10'd137;
            end
            else if (phase >= 460 && phase < 470) begin
                data_sin = 10'd131;
            end
            else if (phase >= 470 && phase < 480) begin
                data_sin = 10'd125;
            end
            else if (phase >= 480 && phase < 490) begin
                data_sin = 10'd119;
            end
            else if (phase >= 490 && phase < 500) begin
                data_sin = 10'd113;
            end
            else if (phase >= 500 && phase < 512) begin
                data_sin = 10'd106;
            end
            else if (phase >= 512 && phase < 522) begin
                data_sin = 10'd100;
            end
            else if (phase >= 522 && phase < 532) begin
                data_sin = 10'd94;
            end
            else if (phase >= 432 && phase < 542) begin
                data_sin = 10'd87;
            end
            else if (phase >= 542 && phase < 552) begin
                data_sin = 10'd81;
            end
            else if (phase >= 552 && phase < 553) begin
                data_sin = 10'd75;
            end
            else if (phase >= 553 && phase < 563) begin
                data_sin = 10'd69;
            end
            else if (phase >= 563 && phase < 573) begin
                data_sin = 10'd63;
            end
            else if (phase >= 573 && phase < 583) begin
                data_sin = 10'd57;
            end
            else if (phase >= 583 && phase < 593) begin
                data_sin = 10'd52;
            end
            else if (phase >= 593 && phase < 604) begin
                data_sin = 10'd46;
            end
            else if (phase >= 604 && phase < 614) begin
                data_sin = 10'd41;
            end
            else if (phase >= 614 && phase < 624) begin
                data_sin = 10'd36;
            end
            else if (phase >= 624 && phase < 634) begin
                data_sin = 10'd32;
            end
            else if (phase >= 634 && phase < 644) begin
                data_sin = 10'd27;
            end
            else if (phase >= 644 && phase < 665) begin
                data_sin = 10'd23;
            end
            else if (phase >= 665 && phase < 675) begin
                data_sin = 10'd19;
            end
            else if (phase >= 675 && phase < 685) begin
                data_sin = 10'd16;
            end
            else if (phase >= 685 && phase < 695) begin
                data_sin = 10'd12;
            end
            else if (phase >= 695 && phase < 705) begin
                data_sin = 10'd10;
            end
            else if (phase >= 705 && phase < 716) begin
                data_sin = 10'd7;
            end
            else if (phase >= 716 && phase < 726) begin
                data_sin = 10'd5;
            end
            else if (phase >= 726 && phase < 736) begin
                data_sin = 10'd3;
            end
            else if (phase >= 736 && phase < 746) begin
                data_sin = 10'd2;
            end
            else if (phase >= 746 && phase < 756) begin
                data_sin = 10'd1;
            end
            else if (phase >= 756 && phase < 767) begin
                data_sin = 10'd0;
            end
            else if (phase >= 767 && phase < 777) begin
                data_sin = 10'd0;
            end                  
            else if (phase >= 777 && phase < 787) begin
                data_sin = 10'd0;
            end      
            else if (phase >= 787 && phase < 797) begin
                data_sin = 10'd1;
            end
            else if (phase >= 797 && phase < 807) begin
                data_sin = 10'd2;
            end
            else if (phase >= 807 && phase < 819) begin
                data_sin = 10'd3;
            end
            else if (phase >= 819 && phase < 829) begin
                data_sin = 10'd5;
            end
            else if (phase >= 829 && phase < 839) begin
                data_sin = 10'd7;
            end
            else if (phase >= 839 && phase < 849) begin
                data_sin = 10'd10;
            end
            else if (phase >= 849 && phase < 859) begin
                data_sin = 10'd12;
            end
            else if (phase >= 859 && phase < 870) begin
                data_sin = 10'd16;
            end
            else if (phase >= 870 && phase < 880) begin
                data_sin = 10'd19;
            end
            else if (phase >= 880 && phase < 890) begin
                data_sin = 10'd23;
            end
            else if (phase >= 890 && phase < 900) begin
                data_sin = 10'd27;
            end
            else if (phase >= 900 && phase < 910) begin
                data_sin = 10'd32;
            end
            else if (phase >= 910 && phase < 921) begin
                data_sin = 10'd36;
            end
            else if (phase >= 921 && phase < 932) begin
                data_sin = 10'd41;
            end
            else if (phase >= 932 && phase < 942) begin
                data_sin = 10'd46;
            end
            else if (phase >= 942 && phase < 952) begin
                data_sin = 10'd52;
            end
            else if (phase >= 952 && phase < 962) begin
                data_sin = 10'd57;
            end
            else if (phase >= 962 && phase < 973) begin
                data_sin = 10'd63;
            end
            else if (phase >= 973 && phase < 983) begin
                data_sin = 10'd69;
            end
            else if (phase >= 983 && phase < 993) begin
                data_sin = 10'd75;
            end
            else if (phase >= 993 && phase < 1003) begin
                data_sin = 10'd81;
            end
            else if (phase >= 1003 && phase < 1013) begin
                data_sin = 10'd87;
            end
            else if (phase >= 1013 && phase <= 1023) begin
                data_sin = 10'd94;
            end
    end         
endmodule
`timescale 1ns / 1ps
module sine_wave_generator( 
    clock,      
    reset,      
    phase,      
    data_sin    
    );    
    input   clock,
            reset;
    output [9:0] data_sin;
    output [9:0] phase;  
    phase_accumulator            accumulator_inst (clock, reset, phase);
    phase_to_amplitude_converter converter_inst   (reset, phase, data_sin);
endmodule

==> flow.log <==
[flow] summary of implementation run
INFO  metric power.share.combinational = 6.3%
INFO  metric cts_buffers = 3
INFO  metric maxClockFrequency = around 200 MHz
INFO  metric static-leakage-power = 0.7647 nW
INFO  metric synth_top_area_share = ~7.5%
INFO  metric total_switching_power = 0.02502 mW
INFO  metric die_y = 124 um
INFO  metric pre_cts_ws = between 0.4 and 0.5 ns
INFO  metric syn_to_final_growth = 11.54%
INFO  metric tritoncts_clock_tree = yes
INFO  metric min-delay-path-class = reg -> reg
INFO  metric min_delay_worst_endpoint = accumulator_inst.phase[4]$_DFF_PP0_
INFO  metric die_width = roughly 120 um
INFO  metric overflow = 0
INFO  metric worst-slew-pin-transition = 0.7677 ns
INFO  metric total_power = 0.1263 mW
INFO  metric die_area = 15,380 um2
INFO  metric maxSlewViolCount = 0
INFO  metric ff2ff_setup_slack = 3.58 ns
INFO  metric core_area = 10,420 um2
INFO  metric vdd_drop_max = 0.09516 mV
INFO  metric insertion_delay = 0.22 ns
INFO  metric path_class = reg -> out
INFO  metric groute.layer.met1.usage = a little over an eighth
INFO  metric simple_gate_share = 30.91%
INFO  metric synth-main-ff-cell = sky130_fd_sc_hd__dlxtn_1
INFO  metric mappedNetlistArea = 1996 um2
INFO  metric hold_path_depth = 1
INFO  metric rows = 37
INFO  metric pwr-share-clk = 54.7%
INFO  metric final_antenna_net_count = 0
INFO  metric routed_vias = roughly 2,300
INFO  metric finalWorstSetupSlack = 0.2561 ns
INFO  metric reg2reg_depth = 5
INFO  metric share_seq_of_total_power = between 30% and 40%
INFO  metric grt_most_used_layer = met2
INFO  metric first_iter_violations = 416
INFO  metric synth-edff-count = 0
INFO  metric period_minus_slack = slightly above 5 ns
INFO  metric ioPinCount = 22
INFO  metric post_drt_via_cell_ratio = 5.372
INFO  metric cp_cell_sequence = buf_4, inv_1, ha_2, buf_4, mux2i_1, nor3_1, nor2_1, o311a_1, a31oi_1, dlxtn_1, clkdlybuf4s50_1
INFO  metric syn_inst = 295
INFO  metric top_library_cells_by_usage_in_the_layout_fill_and_taps_aside = sky130_fd_sc_hd__a21oi_1 (30), sky130_fd_sc_hd__nor2_1 (26), sky130_fd_sc_hd__nand2_1 (25), sky130_fd_sc_hd__o21ai_0 (24), sky130_fd_sc_hd__clkdlybuf4s50_1 (15)
INFO  metric fin_worst_hold_slack = 0.5463 ns
INFO  metric worst_clock_skew = between 0.003 and 0.004 ns
INFO  metric timing.critical_path.max_delay_family = buffers and inverters
INFO  metric power.internal = 0.1013 mW
INFO  metric yosys-stat-area = 1996 um2
INFO  metric gpl.final_weighted_congestion = 1.031
INFO  metric synth.logic.top_family = AND-OR/OR-AND gates
INFO  metric h-tree-depth = 1
INFO  metric globalRouteTotalUtil = 9.144%
INFO  metric grt_antenna_before_repair = 0
INFO  metric final_util = 21.37%
INFO  metric post-cts-setup-buffer-count = 0
INFO  metric fin_tns_setup = 0 ns
INFO  metric final_layout_top_logic_cell = sky130_fd_sc_hd__a21oi_1
INFO  metric gr-usage-met3 = under 10%
INFO  metric grt_pass1_vias = between 2,000 and 2,500
INFO  metric critical_path_arrival = 3.98 ns
INFO  metric drc_errors = 0
INFO  metric powerDensity = between 50 and 60 nW/um2
INFO  metric timing.critical_path.buf_inv = 4
INFO  metric r2r_start = accumulator_inst.phase[5]$_DFF_PP0_
INFO  metric max-slew-margin-rel = 48.63%
INFO  metric critical_path.max_stage_delay = 0.62 ns
INFO  metric synth_adder_area_share = 1.254%
INFO  metric cts_root_buf = sky130_fd_sc_hd__clkbuf_8
INFO  metric critPathMaxFanout = 29
INFO  metric postSynth.asyncResetShare = about 43%
INFO  metric hold_violations = 0
INFO  metric worstSetupStartpointType = flip-flop
INFO  metric yosys_cells = between 200 and 300
INFO  metric post_synth_mux_area_share = 1.066%
INFO  metric share_of_post_route_cells_with_drive_strength_above_1 = around 8.0%
INFO  metric post-synth-top-area-cell = sky130_fd_sc_hd__a21oi_1
INFO  metric synth_xor_xnor_area_share = under 10%
INFO  metric n_antenna_cell = 0
INFO  metric critical_path.reg2reg.endpoint = accumulator_inst.phase[8]$_DFF_PP0_
INFO  metric totalWireLength = 7.213 mm
INFO  metric cp.depth = 11
INFO  metric met2_usage = 13.84%
INFO  metric timing.hold.worst.start = accumulator_inst.phase[4]$_DFF_PP0_
INFO  metric untimed_endpoints = 8
INFO  metric count_of_unclocked_register_or_latch_pins = 8
INFO  metric area_leaders = sky130_fd_sc_hd__a21oi_1 (7.5%), sky130_fd_sc_hd__dfrtp_1 (7.5%), sky130_fd_sc_hd__o21ai_0 (6.0%), sky130_fd_sc_hd__dlxtn_1 (6.0%), sky130_fd_sc_hd__nor2_1 (4.9%)
INFO  metric grt_pass1_wl = 11.39 mm
INFO  metric log.warning_count = 26
INFO  metric grt_setup_unrepaired = false
INFO  metric crit_required = 4.24 ns
INFO  metric clk_transition_reported_paths = 0.04 ns
INFO  metric swShare = between 10% and 20%
INFO  metric period_used_share = between 90% and 100%
INFO  metric fp_util = 19.16%
INFO  metric dpl.hpwl = 5.024 mm
INFO  metric port_buffers = 15
INFO  metric register_bit_count_reported_by_yosys = 14
INFO  metric clock_tree.buffer_depth = 2
INFO  metric synth_warnings = 2
INFO  metric grt_start_max_net_pins = 50
INFO  metric drt-wirelength-per-cell = 16.54 um
INFO  metric drt_pre_antenna_iters = 5
INFO  metric cts_hold_buf = 0
INFO  metric synth_cell_type_count = between 60 and 70
INFO  metric run_status = finished, final reports clean
INFO  metric max_cap_violations = 0
INFO  metric setup_viol_count_final = 0
INFO  metric worst_path_max_delay_cell = sky130_fd_sc_hd__nor3_1
INFO  metric mean_area_per_synthesized_cell = 6.765 um2
INFO  metric endpoint_kind = output pin
INFO  metric synth-compound-area-share = between 30 and 40%
INFO  metric crit_top_cell = sky130_fd_sc_hd__buf_4
==> stage by stage <==
step                area (um2)  cells
finish                    2226    436
global route              2226    436
CTS                       2223    436
detailed placement        2182    433
global placement          2182    433
floorplan                 2044    308
==> registers in the layout, indices dropped and copies added, names as in the netlist <==
name / count
converter_inst.data_sin: 8
accumulator_inst.phase: 6
==> power groups by stage <==
stage	clock network, mW	registers, mW	logic, mW
4_1_cts	0.0707	0.0494	0.00826
5_1_grt	0.0743	0.0494	0.00934
6_report	0.0691	0.0494	0.00791
==> metal layers <==
metal,share of wire [%],wire (um)
met3,12,841
met5,0,0
met4,2.7,192
met1,42,3032
met2,44,3147
==> final cells by class <==
| cell class | instances | area [um2] |
|---|---|---|
| fillers | 1177 | 8190 |
| multi-input cells | 252 | 1504 |
| flip-flops and latches | 14 | 270.3 |
| repair buffers | 23 | 210.2 |
| well taps | 136 | 170.2 |
| clock buffers | 3 | 41.29 |
| inverters | 8 | 30.03 |
==> worst max-delay path by stage <==
| stage | start | end | slack, ns |
|---|---|---|---|
| global route | accumulator_inst.phase[5]$_DFF_PP0_ | data_sin[6] | 0.20 |
| CTS | accumulator_inst.phase[5]$_DFF_PP0_ | data_sin[6] | 0.20 |
| finish | accumulator_inst.phase[5]$_DFF_PP0_ | data_sin[6] | 0.26 |
==> repair_timing <==
| item | in CTS | in global routing |
|---|---|---|
| hold endpoints to repair | 0 | 0 |
| gates resized | 0 | 1 |
| endpoints found under the setup margin | 0 | 1 |
==> synthesized netlist by cell type (all sizes together) (6+ instances only) <==
cell and count:
buf 31, a21oi 30, o21ai 29, nor2 26, nand2 25, nor3 11
nand2b 10, nand3 10, dlxtn 8, inv 8, a31oi 6, a32oi 6
dfrtp 6
==> kinds of logic (layout without fill, tap and decap cells) <==
family | after synthesis | in the layout
AND/OR/NAND/NOR | 115 | 115
AND-OR/OR-AND | 113 | 113
buffers and inverters | 42 | 34
latches | 8 | 8
XOR/XNOR | 6 | 6
flip-flops | 6 | 6
adder cells (fa/ha/maj) | 2 | 2
multiplexers | 2 | 2
other | 1 | 14
Power is estimated from default activity; no workload was simulated.
